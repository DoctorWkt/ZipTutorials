**design/flow/design.v**
```verilog
`default_nettype none
`default_nettype	none
module txuart(i_clk, i_wr, i_data, o_uart_tx, o_busy);
	parameter	[23:0]	CLOCKS_PER_BAUD = 24'd868;
	input	wire		i_clk;
	input	wire		i_wr;
	input	wire	[7:0]	i_data;
	output	wire		o_uart_tx;
	output	reg		o_busy;
	localparam [3:0] START	= 4'h0,
		BIT_ZERO	= 4'h1,
		BIT_ONE		= 4'h2,
		BIT_TWO		= 4'h3,
		BIT_THREE	= 4'h4,
		BIT_FOUR	= 4'h5,
		BIT_FIVE	= 4'h6,
		BIT_SIX		= 4'h7,
		BIT_SEVEN	= 4'h8,
		LAST		= 4'h8,
		IDLE		= 4'hf;
	reg	[23:0]	counter;
	reg	[3:0]	state;
	reg	[8:0]	lcl_data;
	reg		baud_stb;
	initial	o_busy = 1'b0;
	initial	state  = IDLE;
	always @(posedge i_clk)
	if ((i_wr)&&(!o_busy))
		{ o_busy, state } <= { 1'b1, START };
	else if (baud_stb)
	begin
		if (state == IDLE)  
			{ o_busy, state } <= { 1'b0, IDLE };
		else if (state < LAST) begin
			o_busy <= 1'b1;
			state <= state + 1'b1;
		end else  
			{ o_busy, state } <= { 1'b1, IDLE };
	end
	initial	lcl_data = 9'h1ff;
	always @(posedge i_clk)
	if ((i_wr)&&(!o_busy))
		lcl_data <= { i_data, 1'b0 };
	else if (baud_stb)
		lcl_data <= { 1'b1, lcl_data[8:1] };
	assign	o_uart_tx = lcl_data[0];
	initial	baud_stb = 1'b1;
	initial	counter = 0;
	always @(posedge i_clk)
	if ((i_wr)&&(!o_busy))
	begin
		counter  <= CLOCKS_PER_BAUD - 1'b1;
		baud_stb <= 1'b0;
	end else if (!baud_stb)
	begin
		baud_stb <= (counter == 24'h01);
		counter  <= counter - 1'b1;
	end else if (state != IDLE)
	begin
		counter <= CLOCKS_PER_BAUD - 24'h01;
		baud_stb <= 1'b0;
	end
endmodule
module	helloworld(pin3_clk_16mhz,
		pin13);
	parameter	CLOCK_RATE_HZ = 16_000_000;  
	parameter	BAUD_RATE = 115_200;  
  	input pin3_clk_16mhz;
  	output pin13;
	wire    i_clk;
	wire	o_uart_tx;
        assign i_clk= pin3_clk_16mhz;
	assign pin13= o_uart_tx;
	parameter	INITIAL_UART_SETUP = (CLOCK_RATE_HZ/BAUD_RATE);
	reg		tx_restart;
	reg	[27:0]	hz_counter;
	initial	hz_counter = 28'h16;
	always @(posedge i_clk)
	if (hz_counter == 0)
		hz_counter <= CLOCK_RATE_HZ - 1'b1;
	else
		hz_counter <= hz_counter - 1'b1;
	initial	tx_restart = 0;
	always @(posedge i_clk)
		tx_restart <= (hz_counter == 1);
	wire		tx_busy;
	reg		tx_stb;
	reg	[3:0]	tx_index;
	reg	[7:0]	tx_data;
	initial	tx_index = 4'h0;
	always @(posedge i_clk)
	if ((tx_stb)&&(!tx_busy))
		tx_index <= tx_index + 1'b1;
	always @(posedge i_clk)
	case(tx_index)
	4'h0: tx_data <= "H";
	4'h1: tx_data <= "e";
	4'h2: tx_data <= "l";
	4'h3: tx_data <= "l";
	4'h4: tx_data <= "o";
	4'h5: tx_data <= ",";
	4'h6: tx_data <= " ";
	4'h7: tx_data <= "W";
	4'h8: tx_data <= "o";
	4'h9: tx_data <= "r";
	4'ha: tx_data <= "l";
	4'hb: tx_data <= "d";
	4'hc: tx_data <= "!";
	4'hd: tx_data <= " ";
	4'he: tx_data <= "\n";
	4'hf: tx_data <= "\r";
	endcase
	initial	tx_stb = 1'b0;
	always @(posedge i_clk)
	if (&tx_restart)
		tx_stb <= 1'b1;
	else if ((tx_stb)&&(!tx_busy)&&(tx_index==4'hf))
		tx_stb <= 1'b0;
	txuart #(INITIAL_UART_SETUP[23:0])
		transmitter(i_clk, tx_stb, tx_data, o_uart_tx, tx_busy);
endmodule
```
**design/flow/run.sh**
```bash
#!/bin/bash
# OpenROAD 26Q1-2900-gdf79404cd8, Yosys 0.63+post, stock flow scripts
make -C /OpenROAD-flow-scripts/flow DESIGN_CONFIG=/design/flow/config.mk WORK_HOME=/design/flow/orfs finish
```
**design/flow/config.mk**
```make
export PLATFORM = sky130hd
export DESIGN_NAME = helloworld
export DESIGN_NICKNAME = helloworld
export VERILOG_FILES = /design/flow/design.v
export SDC_FILE = /design/flow/constraint.sdc
export NUM_CORES = 4
export LEC_CHECK = 1
export CORE_UTILIZATION = 40
```
**design/flow/constraint.sdc**
```tcl
current_design helloworld

set clk_period 5.2
set clk_io_pct 0.2

create_clock -name clk0 -period $clk_period [get_ports {pin3_clk_16mhz}]

set non_clock_inputs [all_inputs -no_clocks]
set_input_delay [expr $clk_period * $clk_io_pct] -clock clk0 $non_clock_inputs
set_output_delay [expr $clk_period * $clk_io_pct] -clock clk0 [all_outputs]
```
==> results.yml <==
# synthesis and place-and-route metrics
final_timing:
  max_freq_mhz: 461.5
  min_period_ns: 2.167
  max_slew_margin_pct: 51.66
  max_slew.worst_pin.slew_ns: 0.7224
  finalCritPeriodShare_pct: 41.67
  rsz0062_at_grt: "no"
  finalSetupViolations: 0
  drv_slew: 0
  final-hold-violation-count: 0
  tns_ns: 0
  clock_skew_ns: 0.01452
worst_setup_path:
  crit_required_ns: 4.16
  path_buffers: 1
  crit_arrival_ns: 1.13
  end_kind: "output pin"
  crit_chain: "clkdlybuf4s50_1"
  crit_type: "register to output pin"
  critPathLaunchType: "register"
  cp_slowest_stage_delay_ns: 0.45
  path_delay_family: "buffers and inverters"
  critPathSlowestCell: "clkdlybuf4s50_1"
  critPathMaxFanout: 2
floorplanning:
  fp_util_pct: 41.55
  chipArea_um2: 9488
  die_y_um: 97.41
  core_area_um2: 8763
  ios: 2
  die_w_um: 97.41
  rows: 34
route:
  ant_nets: 0
  first_iter_violations: 54
  drt-pass1-iter-count: 4
  vias: 2587
  drt_wl_total_um: 6055
  route.detailed.drc: 0
  n_antenna_cell: 0
  post_drt_wl_per_cell_um: 12.06
  vias_per_cell: 5.153
cts:
  clk_latency_ns: 0.35
  cts_tree: "built"
  postCtsSetupBuffers: 0
  cts-hold-fix-buffers: 0
  clk_pin_slew_worst_paths_ns: 0.08
  cts_buffers: 9
  clk_path_buf_depth: 2
  cts.repair.resized: 0
  cts_max_level: 3
  root_buffer: "clkbuf_8"
  clock-sinks: 80
global_route:
  first_global_vias: 2345
  antenna_found_initial: 0
  track_usage_pct: 13.86
  grt_max_degree: 28
  grt_pass1_wl_um: 10720
  grt_overflow: 0
power_and_ir_drop:
  powerDensity_nw_per_um2: 276.9
  ir_drop_uv: 186.6
  p_leak_nw: 1.378
yosys:
  ys_seq_share_pct: 47.29
  ff_type: "dfxtp_1"
  async_flop_share_pct: 0
  netlist-cell-type-count: 57
  edf_count: 12
  ys_area_um2: 3641
  ys.warnings.count: 2
  yosysCellCount: 388
  synth_flop_count: 80
  syn_inst: 388
  synth_area_um2: 3641
  syn_avg_cell_area_um2: 9.384
job:
  cap_violations: 0
  tool_warnings: 35
cells_and_area:
  nFillCells: 834
  drive_gt1_share_pct: 9.391
  final_cells: 502
  area_growth_pct: 8.522
place:
  dpl.cell_count: 486
  gp_routability_congestion: 0.8205
  hpwl_um: 3998
  io_buffer_count: 1
outcome:
  status: "completed"
min_path:
  hp-class: "register to register"
==> placed cells by master (no fill, tap or decap), drive strengths merged, types with 3 or more instances in the layout <==
| cell | synthesis | layout |
|---|---|---|
| nor4 | 12 | 12 |
| edfxtp | 12 | 12 |
| xor2 | 5 | 5 |
| clkinv | 1 | 4 |
| o311ai | 3 | 3 |
| ha | 15 | 15 |
| dfxtp | 68 | 68 |
| mux2 | 3 | 3 |
| nand3 | 20 | 20 |
| o211ai | 7 | 7 |
| a21oi | 14 | 14 |
| nand4 | 9 | 9 |
| mux2i | 4 | 4 |
| or4 | 6 | 6 |
| nor3 | 17 | 17 |
| and2 | 3 | 3 |
| nand2b | 4 | 4 |
| o31ai | 8 | 8 |
| o41ai | 3 | 3 |
| nor2 | 34 | 34 |
| or3 | 7 | 7 |
| clkbuf | 12 | 12 |
| xnor2 | 19 | 19 |
| o21ai | 12 | 12 |
| nand2 | 57 | 57 |
| inv | 11 | 11 |
==> report_power, final <==
part	leakage, nW	switching, mW	internal [mW]
Sequential	0.687	0	0.625
Combinational	0.586	0	0
Clock	0.106	0.217	0.252
==> layout make-up <==
cell class                 instances  area, um^2  area share [%]
inverter                          12       45.04           1.140
sequential                        80        1722           43.57
timing repair buffer               3       25.02          0.6333
multi-input combinational        283        1815           45.95
clock buffer                      12       156.4           3.958
tap                              108       135.1           3.420
clock inverter                     4       52.55           1.330
==> logic make-up (layout without fill, tap and decap cells) <==
kind of cell             count (synthesis)  in the layout  synth area share (%)
AND-OR/OR-AND                           55             55                 9.829
XOR/XNOR                                24             24                 5.773
adder cells (fa/ha/maj)                 15             15                 5.155
buffers and inverters                   25             31                 2.852
flip-flops                              80             80                 47.29
multiplexers                             7              7                 2.027
AND/OR/NAND/NOR                        182            182                 27.08
==> metrics by stage <==
step                      power (mW)  worst slack (ns)  utilization (%)  cell area, um^2  hold slack, ns
after floorplan               0.6392             3.382                -             3641          0.3819
after global placement        0.6392             3.144            42.70             3742          0.3859
after detailed placement      0.6392             3.131            42.70             3742          0.3930
after CTS                      1.112             3.002            45.09             3951          0.4108
after global routing           1.133             2.845            45.09             3951          0.4539
final                          1.094             3.033            45.09             3951          0.4049
==> sequential cells by signal (all words and copies together), names as in the netlist <==
signal / cells
transmitter.o_busy: 1
tx_stb: 1
transmitter.counter: 24
transmitter.lcl_data: 9
tx_index: 4
tx_data: 7
transmitter.state: 4
transmitter.baud_stb: 1
hz_counter: 28
tx_restart: 1
==> per-layer routing <==
| layer | global-route usage, % | share of wire [%] |
|---|---|---|
| met1 | 21.62 | 53 |
| met2 | 21.09 | 42 |
| met3 | 3.001 | 3.2 |
| met4 | 1.923 | 1.6 |
| met5 | 0 | 0 |
==> Yosys cell counts, types with 2 or more instances <==
cell      instances  area, um^2
a21o_1            2       15.01
a21oi_1          13       65.06
and2_1            2       12.51
clkbuf_1         11       41.29
dfxtp_1          68        1361
edfxtp_1         12       360.4
ha_1             15       187.7
inv_1            11       41.29
mux2_2            3       33.78
mux2i_1           4       40.04
nand2_1          57       214.0
nand2b_1          4       25.02
nand3_1          20       100.1
nand3b_1          2       15.01
nand4_1           8       50.05
nor2_1           34       127.6
nor2b_1           2       12.51
nor3_1           14       70.07
nor3_2            2       20.02
nor4_1            8       50.05
nor4_2            3       37.54
o211ai_1          7       52.55
o21ai_0          12       60.06
o311ai_0          3       26.28
o31ai_1           8       60.06
o41ai_1           3       26.28
or3_1             5       31.28
or4_1             2       15.01
or4_4             3       33.78
xnor2_1          19       166.4
xor2_1            5       43.79
==> worst paths after layout <==
kind	startpoint	to	slack [ns]	depth (start not counted)
setup / recovery	transmitter.lcl_data[0]	pin13	3.03	1
hold / removal	tx_restart	tx_stb	0.40	1
setup reg to reg	transmitter.baud_stb	transmitter.counter[12]	3.13	6
hold reg to reg	tx_restart	tx_stb	0.40	1
==> worst reg2reg max path, delay by kind of cell (launching register included) <==
kind	cells	cell delay, ns
AND-OR/OR-AND	1	0.07
AND/OR/NAND/NOR	4	1.36
flip-flops	1	0.30
buffers and inverters	1	0.21
Power and IR drop assume default switching activity.
