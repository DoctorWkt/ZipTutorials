--- flow/design.v ---
module wkt_blinky(input i_clk, output [7:0] o_led);
    parameter       WIDTH = 28;
    reg [WIDTH:0] ctr = 0;
    wire [15:0] slow_ctr;
    assign slow_ctr= ctr[WIDTH-5:WIDTH-20];
    reg [7:0] led_reg = 8'b00010000;
    assign o_led = led_reg;
    always@(posedge i_clk) begin
      ctr <= ctr + 1'b1;
      case(slow_ctr)
        0:     led_reg <= 8'b00010000;
        2856:  led_reg <= 8'b00100000;
        5960:  led_reg <= 8'b01000000;
        9868:  led_reg <= 8'b10000000;
        22918: led_reg <= 8'b01000000;
        26826: led_reg <= 8'b00100000;
        29929: led_reg <= 8'b00010000;
        32785: led_reg <= 8'b00001000;
        35641: led_reg <= 8'b00000100;
        38745: led_reg <= 8'b00000010;
        42652: led_reg <= 8'b00000001;
        55702: led_reg <= 8'b00000010;
        59610: led_reg <= 8'b00000100;
        62714: led_reg <= 8'b00001000;
	default: begin
	end
      endcase
    end
endmodule
module TinyFPGA_B (
  input pin3_clk_16mhz,
  output pin6,
  output pin7,
  output pin8,
  output pin9,
  output pin10,
  output pin11,
  output pin12,
  output pin13,
);
  wire [7:0]     o_led;
  assign pin6 =  o_led[7];
  assign pin7 =  o_led[6];
  assign pin8 =  o_led[5];
  assign pin9 =  o_led[4];
  assign pin10 = o_led[3];
  assign pin11 = o_led[2];
  assign pin12 = o_led[1];
  assign pin13 = o_led[0];
  wkt_blinky dut(.i_clk(pin3_clk_16mhz), .o_led(o_led));
endmodule
--- flow/run.sh ---
#!/bin/bash
# OpenROAD 26Q1-2900-gdf79404cd8, Yosys 0.63+post, stock flow scripts
make -C /OpenROAD-flow-scripts/flow DESIGN_CONFIG=/design/flow/config.mk WORK_HOME=/design/flow/orfs finish
--- flow/config.mk ---
export PLATFORM = sky130hd
export DESIGN_NAME = TinyFPGA_B
export DESIGN_NICKNAME = TinyFPGA_B
export VERILOG_FILES = /design/flow/design.v
export SDC_FILE = /design/flow/constraint.sdc
export NUM_CORES = 4
export LEC_CHECK = 1
export CORE_AREA = 10 10 103 103
export DIE_AREA = 0 0 113 113
--- flow/constraint.sdc ---
current_design TinyFPGA_B

set clk_period 4.8
set clk_io_pct 0.2

create_clock -name clk0 -period $clk_period [get_ports {pin3_clk_16mhz}]

set non_clock_inputs [all_inputs -no_clocks]
set_input_delay [expr $clk_period * $clk_io_pct] -clock clk0 $non_clock_inputs
set_output_delay [expr $clk_period * $clk_io_pct] -clock clk0 [all_outputs]
==> results.py <==
# Auto-generated metrics
metrics = {
    "final_timing": {
        "fin_hold_ws_ps": 429,
        "period_needed_ps": 2160,
        "clock_skew_ps": 8.48,
        "finalCritPeriodShare_pct": 45.0,
        "finalHoldViolCount": 0,
        "setup_violations": 0,
        "setup_ws_ps": 2640,
        "rsz0062_at_grt": "no",
        "maxSlewHeadroom_pct": 65.3,
        "drv_slew": 0,
        "fmax_mhz": 463,
        "worst_pin_slew_ps": 517,
        "fin_tns_setup_ps": 0,
    },
    "route": {
        "num_vias": 1125,
        "drt_iter0_drc": 19,
        "vias_per_cell": 4.14,
        "finalWirelength_um": 2870,
        "first_pass_iters": 4,
        "antenna_left": 0,
        "antenna_cells": 0,
        "wl_per_cell_um": 10.5,
        "drc": 0,
    },
    "floorplanning": {
        "die_area_um2": 12800,
        "core_um2": 8300,
        "initial_core_util_pct": 19.6,
        "rows": 33,
        "die-height_um": 113,
        "die.size.x_um": 113,
        "io_pins": 9,
    },
    "logic_synthesis": {
        "synth_cell_types": 42,
        "synth_warnings": 1,
        "ys_area_um2": 1630,
        "yosysTopAreaCellShare_pct": 29.5,
        "yosys-top-cells-area": "dfxtp_1 29%, edfxtp_1 15%, xnor2_1 8.1%",
        "postSynthSeqShare_pct": 44.2,
        "syn-cell-area_um2": 1630,
        "yosysTopAreaCell": "dfxtp_1",
        "syn_avg_cell_area_um2": 10.3,
        "netlist_instances": 158,
        "synth_flops": 32,
        "yosys_cells": 158,
    },
    "cells_and_area": {
        "largest_reg_flops": 24,
        "drive_gt1_share_pct": 15.6,
        "syn_to_final_growth_pct": 15.4,
        "fin_util_pct": 22.7,
        "nFillCells": 873,
    },
    "setup_path": {
        "crit_path_start_kind": "register",
        "worstPathRequired_ps": 4750,
        "crit_chain": "nor4_4 -> nand2_1 -> nor4_1 -> o21ai_0 -> nand2b_1",
        "cp_slowest_cell": "nor4_1",
        "r2r-end": "dut.led_reg[0]$_DFFE_PP_",
        "ff2ff_setup_slack_ps": 2640,
        "critPathMaxFanout": 10,
        "rr_startpoint": "dut.ctr[9]$_DFF_P_",
        "path_delay_family": "simple AND/OR/NAND/NOR gates",
        "critPathBufInv": 0,
        "arrival_ps": 2110,
        "slowest_delay_ps": 450,
        "crit_type": "reg -> reg",
        "critPathCaptureType": "register",
        "r2r_cells": 5,
    },
    "hold_path": {
        "hold_path_depth": 1,
        "hold_class": "reg -> reg",
        "hold_start": "dut.ctr[0]$_DFF_P_",
        "min_delay_worst_endpoint": "dut.ctr[0]$_DFF_P_",
    },
    "cts": {
        "post-cts-setup-buffers": 0,
        "cts_root_buffer": "clkbuf_8",
        "cts.repair.resized": 0,
        "cts_buffer_depth": 2,
        "htreeDepth": 2,
        "worstSkewPairLatency_ps": 280,
        "cts.sinks": 32,
        "numCtsBuffers": 5,
        "cts_hold_buf": 0,
        "cts_tree": "done",
        "clkSlewWorstSetupHoldPaths_ps": 60,
    },
    "global_routing": {
        "grt_pass1_wl_um": 5160,
        "grt_usage_pct": 4.58,
        "grt_max_degree": 13,
        "antenna_found_initial": 0,
        "grt_pass1_vias": 1093,
        "overflow": 0,
    },
    "placement": {
        "place.gp.congestion": 0.860,
        "place.port_buffers": 8,
        "dp_hpwl_um": 2090,
        "place_ws_ps": 2710,
    },
    "pwr": {
        "power_leakage_nw": 0.636,
        "report.power.total_w": 0.000500,
        "power_density_nw_per_um2": 266,
        "ir_drop_mv": 0.0866,
    },
    "job": {
        "cap_violations": 0,
        "log.warning_count": 25,
    },
    "outcome": {
        "status": "finished, final reports clean",
    },
}
## stage by stage
stage	instances	cell area (um^2)
floorplan	158	1630
global placement	264	1780
detailed placement	264	1780
CTS	272	1880
global route	272	1880
finish	272	1880
## report_power, final
group	total (W)	leakage (nW)	switching, W	internal [W]
logic	0.000000000298	0.298	0	0
clock network	0.000225	0.0515	0.0000946	0.000131
registers	0.000275	0.286	0	0.000275
## placed cells by master (no fill, tap or decap), types with 2 or more instances in the layout
master | netlist | layout
nor4b_1 | 2 | 2
a21oi_1 | 3 | 3
nor2_1 | 13 | 13
nor3_1 | 6 | 6
nand2b_1 | 2 | 2
edfxtp_1 | 8 | 8
nor2_2 | 3 | 3
nand3_1 | 9 | 9
nand4b_1 | 2 | 2
nor4_1 | 3 | 3
inv_1 | 3 | 3
nand2_1 | 14 | 14
xnor2_1 | 15 | 15
clkbuf_8 | 0 | 7
and3_1 | 4 | 4
a211oi_2 | 3 | 3
and3_2 | 2 | 2
xor2_1 | 7 | 7
dfxtp_1 | 24 | 24
and4bb_1 | 2 | 2
nand4_1 | 6 | 6
clkdlybuf4s50_1 | 0 | 8
## Yosys cell counts (all sizes together)
master and instances:
xnor2 15, a31oi 1, nand4b 3, a2111o 1, nand2 14, and4 1
buf 7, nand3 9, nor3 7, nor2 16, nor3b 2, and2 1
and3 7, nor2b 1, nor4bb 1, nor4b 2, or3 1, and4bb 2
or3b 1, o21ai 1, o22ai 1, a211oi 3, nand2b 2, dfxtp 24
xor2 7, edfxtp 8, nand4 7, ha 1, or2 1, nor4 5
inv 3, a21oi 3
## how the worst max path moves through the flow
stage | start | endpoint | cells after the start
after CTS | dut.ctr[9]$_DFF_P_ | dut.led_reg[7]$_DFFE_PP_ | 5
after global routing | dut.ctr[21]$_DFF_P_ | dut.led_reg[5]$_DFFE_PP_ | 5
final | dut.ctr[9]$_DFF_P_ | dut.led_reg[0]$_DFFE_PP_ | 5
## cells by family (layout without fill, tap and decap cells)
family	after synthesis	count (layout)	synth area share (%)
simple gates	83	83	33.8
fa+ha+maj	1	1	0.768
compound gates	10	10	4.99
buf+inv	10	19	4.38
flops	32	32	44.2
xor+xnor	22	22	11.8
## cell type report
cell class / instances / area (um^2) / area share [%]
multi-input combinational: 116 / 837 / 44.5
clock buffer: 8 / 100 / 5.32
tap: 105 / 131 / 6.99
inverter: 3 / 11.3 / 0.599
sequential: 32 / 721 / 38.3
timing repair buffer: 8 / 80.1 / 4.26
## layer usage
metal	global-route usage, %	vias up	share of wire [%]
met3	1.71	7	7.6
li1	-	585	-
met5	0	-	0
met2	6.64	26	39
met1	6.33	507	51
met4	1.10	0	1.8
Power figures rest on the tool's default switching activity, not on a simulated workload.
