## flow/config.mk

```make
export PLATFORM = sky130hd
export DESIGN_NAME = reqwalker
export DESIGN_NICKNAME = reqwalker
export VERILOG_FILES = /design/flow/design.v
export SDC_FILE = /design/flow/constraint.sdc
export NUM_CORES = 4
export LEC_CHECK = 1
export CORE_AREA = 10 10 70 70
export DIE_AREA = 0 0 80 80
```

## flow/constraint.sdc

```tcl
current_design reqwalker

set clk_period 2.3
set clk_io_pct 0.2

create_clock -name clk0 -period $clk_period [get_ports {i_clk}]

set non_clock_inputs [all_inputs -no_clocks]
set_input_delay [expr $clk_period * $clk_io_pct] -clock clk0 $non_clock_inputs
set_output_delay [expr $clk_period * $clk_io_pct] -clock clk0 [all_outputs]
```

## flow/design.v

```verilog
module	reqwalker(i_clk,
		i_cyc, i_stb, i_we, i_addr, i_data,
		o_stall, o_ack, o_data,
		o_led);
	input	wire		i_clk;
	input	wire		i_cyc, i_stb, i_we;
	input	wire		i_addr;
	input	wire	[31:0]	i_data;
	output	wire		o_stall;
	output	reg		o_ack;
	output	wire	[31:0]	o_data;
	output	reg	[5:0]	o_led;
	wire		busy;
	reg	[3:0]	state;
	initial	state = 0;
	always @(posedge i_clk)
	if ((i_stb)&&(i_we)&&(!o_stall))
		state <= 4'h1;
	else if (state >= 4'd11)
		state <= 4'h0;
	else if (state != 0)
		state <= state + 1'b1;
	always @(*)
	case(state)
	4'h1: o_led = 6'b00_0001;
	4'h2: o_led = 6'b00_0010;
	4'h3: o_led = 6'b00_0100;
	4'h4: o_led = 6'b00_1000;
	4'h5: o_led = 6'b01_0000;
	4'h6: o_led = 6'b10_0000;
	4'h7: o_led = 6'b01_0000;
	4'h8: o_led = 6'b00_1000;
	4'h9: o_led = 6'b00_0100;
	4'ha: o_led = 6'b00_0010;
	4'hb: o_led = 6'b00_0001;
	default: o_led = 6'b00_0000;
	endcase
	assign	busy = (state != 0);
	initial	o_ack = 1'b0;
	always @(posedge i_clk)
		o_ack <= (i_stb)&&(!o_stall);
	assign	o_stall = (busy)&&(i_we);
	assign	o_data = { 28'h0, state };
	wire	[33:0]	unused;
	assign	unused = { i_cyc, i_addr, i_data };
endmodule
```

## flow/run.sh

```bash
#!/bin/bash
# OpenROAD 26Q1-2900-gdf79404cd8, Yosys 0.63+post, stock flow scripts
make -C /OpenROAD-flow-scripts/flow DESIGN_CONFIG=/design/flow/config.mk WORK_HOME=/design/flow/orfs finish
```

==> flow_summary.yaml <==
# flow metrics
global_routing:
  gr-max-usage-layer: "met2"
  gr-usage-met1_pct: 4.473
  globalRouteOverflowTotal: 0
  grt_pass1_vias: 476
  groute.layer.met2.usage_pct: 6.180
  grt_pass1_wl_mm: 2.028
  antenna_violations_before_repair: 0
  global_route.usage.total_pct: 3.687
  grt.met3_usage_pct: 1.477
  pin_count_of_the_biggest_net_entering_global_routing: 13
drt:
  remaining_drc_errors: 0
  drt-vias-per-instance: 3.112
  drt-initial-drc-count: 16
  drtAntennaViolNets: 0
  wl_per_cell_um: 9.373
  finalWirelength_mm: 1.256
  detail_route.first_pass.iterations: 4
  detailroute.via_count: 417
  antennaDiodeCount: 0
timing:
  setup_violators_final: 0
  report.final.hold_viol_count: 0
  fin_worst_hold_slack_ns: 0.5394
  fmaxAchievable_mhz: 460.7
  setup-tns-final_ns: 0
  fin_worst_skew_ns: 0.004332
  finalWorstPathRequiredPeriod_ns: 2.170
  final_max_slew_viol_count: 0
  period_used_pct: 94.37
  setup_repair_after_global_routing_missed_its_margin: "false"
layout:
  layout-drive-gt1-share_pct: 11.36
  fillerInstances: 390
  synthToLayoutAreaGrowth_pct: 21.79
  final_design_area_no_fill_um2: 713.2
setup_path:
  worst-path-max-fanout: 7
  cp-end-kind: "primary output"
  startpoint_type: "register"
  critPathArrivalTime_ns: 1.71
  critPathKind: "register to primary output"
  crit_required_ns: 1.84
synth:
  synth-edff-count: 0
  postSynth.asyncResetShare_pct: 0
  ys_ff: 5
  synth.top_cells.by_count: "sky130_fd_sc_hd__buf_4, sky130_fd_sc_hd__dfxtp_1, sky130_fd_sc_hd__ha_1, sky130_fd_sc_hd__inv_1"
  postSynthSeqShare_pct: 17.09
  post_synth_instance_area_um2: 585.6
  yosys_warnings: 1
  synth_area_leader_cell: "sky130_fd_sc_hd__buf_4"
  yosys-stat-area_um2: 585.6
  area_leaders: "sky130_fd_sc_hd__buf_4, sky130_fd_sc_hd__dfxtp_1, sky130_fd_sc_hd__ha_1"
  top_cell_area_share_pct: 35.90
  synth-cells-yosys: 71
  avgSynthCellArea_um2: 8.247
  flip_flop_cell_with_the_highest_count_after_synthesis: "sky130_fd_sc_hd__dfxtp_1"
  post-synth-top-count-cell: "sky130_fd_sc_hd__buf_4"
  synthCells: 71
  synth.lib_cells_used.distinct: 25
clocking:
  path_clk_slew_ns: 0.05
  clock_latency_ns: 0.24
  clock_path_buffers: 2
  cts_inserted_buffers: 3
  cts.sink_count: 5
  cts_root_buffer: "sky130_fd_sc_hd__clkbuf_4"
  cts_tree: "built"
  postCtsHoldBufs: 0
  htree_levels: 1
power_and_ir_drop:
  leakagePower_nw: 0.3303
  vdd.ir_drop.worst_uv: 188.4
  power.density_cell_area_nw_per_um2: 1117
floorplanning:
  chipWidth_um: 80
  design.portCount: 77
  floorplan.die_area_um2: 6400
  core_util_floorplan_pct: 17.14
  core_area_um2: 3416
  die_h_um: 80
  placement_rows: 21
status:
  status: "finished clean"
job:
  openroad.warnings: 62
  maxCapViolCount: 0
placed_design:
  place_congestion: 0.8056
  dp_hpwl_mm: 1.088
  placement.io_buffers: 14
  placedInstanceArea_um2: 670.6
hold_path:
  hp-class: "register to register"
## cell type report
class	count	area (um2)	area share, %
clock buffer	4	26.28	3.684
timing repair buffer	15	147.6	20.70
sequential	5	103.9	14.56
tap	46	57.56	8.070
inverter	5	18.77	2.632
multi-input combinational	59	359.1	50.35
## power breakdown
group	leakage, nW	internal [mW]	switching [mW]
logic	0.273	0.308	0.171
registers	0.0421	0.135	0.0793
clock network	0.0150	0.0657	0.0371
## kinds of logic (layout without fill, tap and decap cells)
group | Yosys count | count (layout) | synth area share (%)
flops | 5 | 5 | 17.09
mux | 1 | 1 | 1.709
simple gates | 18 | 18 | 19.23
buf+inv | 34 | 24 | 41.03
compound gates | 7 | 7 | 9.615
fa+ha+maj | 5 | 5 | 10.68
other cells | 1 | 28 | 0.6404
## repair_timing
item	in CTS	in global routing
resized	1	3
endpoints found under the hold margin	0	0
pin swaps	0	0
setup buffers	0	0
setup endpoints to repair	3	2
## routing by layer
metal	wire length, um	vias to the layer above	share of wire (%)
li1	-	207	-
met1	576	180	46
met2	546	30	43
met3	133	0	11
met4	0	0	0
met5	0	-	0
## critical path: stages, from the launching register on
cell,delay [ns]
sky130_fd_sc_hd__dfxtp_4,0.39
sky130_fd_sc_hd__inv_1,0.09
sky130_fd_sc_hd__ha_1,0.27
sky130_fd_sc_hd__nand2b_1,0.11
sky130_fd_sc_hd__o21a_1,0.14
sky130_fd_sc_hd__clkdlybuf4s50_1,0.47
## registers in the layout, indices dropped and copies added (netlist names)
| name | flops |
|---|---|
| o_ack | 1 |
| state | 4 |
## layout by cell type, fill, tap and decap left out
cell	instances
sky130_fd_sc_hd__clkbuf_4	3
sky130_fd_sc_hd__nand2b_4	1
sky130_fd_sc_hd__nor3_2	1
sky130_fd_sc_hd__dfxtp_1	4
sky130_fd_sc_hd__o21ai_0	1
sky130_fd_sc_hd__nand2_1	3
sky130_fd_sc_hd__or3b_1	1
sky130_fd_sc_hd__clkdlybuf4s50_1	14
sky130_fd_sc_hd__a211o_1	1
sky130_fd_sc_hd__buf_4	1
sky130_fd_sc_hd__and2_1	1
sky130_fd_sc_hd__o21a_1	2
sky130_fd_sc_hd__nand2b_1	1
sky130_fd_sc_hd__o311ai_1	1
sky130_fd_sc_hd__nand4_1	1
sky130_fd_sc_hd__dfxtp_4	1
sky130_fd_sc_hd__nand3b_1	1
sky130_fd_sc_hd__ha_4	1
sky130_fd_sc_hd__o22a_2	1
sky130_fd_sc_hd__conb_1	28
sky130_fd_sc_hd__o2bb2ai_1	1
sky130_fd_sc_hd__clkbuf_1	1
sky130_fd_sc_hd__mux2i_1	1
sky130_fd_sc_hd__nor2_1	3
sky130_fd_sc_hd__inv_1	5
sky130_fd_sc_hd__ha_1	4
sky130_fd_sc_hd__nand3_1	2
sky130_fd_sc_hd__and2b_2	1
sky130_fd_sc_hd__nor2b_1	2
## stage by stage
stage	utilization [%]	total power, mW	setup slack (ns)	std cells
CTS	20.44	0.7948	0.05473	134
global placement	19.63	0.6881	0.2468	130
global route	20.88	0.9070	0.01704	134
floorplan	-	0.4785	0.9334	98
finish	20.88	0.7968	0.1295	134
detailed placement	19.63	0.6841	0.2237	130
## final timing paths
check,start,end,slack [ns],cells after the start
max,state[0]$_SDFFE_PP1P_,o_stall,0.13,5
min,state[0]$_SDFFE_PP1P_,state[0]$_SDFFE_PP1P_,0.54,1
max reg2reg,state[0]$_SDFFE_PP1P_,state[0]$_SDFFE_PP1P_,0.96,5
min reg2reg,state[0]$_SDFFE_PP1P_,state[0]$_SDFFE_PP1P_,0.54,1
Power figures rest on the tool's default switching activity, not on a simulated workload.
